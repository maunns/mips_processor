==> flow/design.v <==
module lab10(input reset, clk, user_switch, input[4:0] user_in, 
				output[6:0] display, output e1,e2,e3,e4,h);
 wire[15:0] out;
wire[1:0] c;					 
wire[3:0] m;
wire clk_100hz, clk_1hz;
wire resetd, done;
 dataplusctrl dpc( clk, resetd, out,done);
clock_con cc(clk_100hz,clk);
cycle c11(clk_100hz, c);
debounce db(clk,reset, resetd);
mux4 #(4) mu(out[15:12],out[11:8],out[7:4],out[3:0], c,m);
four_bit_seven convertor(display,h,m,done);
two_to_four_decoder_active_low dc1(e1,e2,e3,e4, c);
endmodule
module clock_con(aclk, clock);
		input clock;
		output   aclk;
		wire clk;
		wire w1,w2,w3,w4,w5,w6,w7,w8,w9,w10,w11,w12,w13,w14,w15,w16;
		wire w17, w18;
		wire t;
		assign t = 1'b1;
		tf t2( w1, t,clock);
		tf t3(w2 ,t,w1);
		tf t4( w3, t,w2);
		tf t5(w4, t,w3);
		tf t6( w5, t,w4);
		tf t7( w6, t,w5);
		tf t8( w7, t,w6);
		tf t9( w8, t,w7);
		tf t10( w9, t,w8);
		tf t11( w10, t,w9);
		tf t12( w11, t,w10);
		tf t13( w12, t,w11);
		tf t14( w13, t,w12);
		tf t15(w14, t,w13);
		tf t16(w15, t,w14);
		tf t17(w16, t,w15);
		tf t18(w17, t,w16);
		tf t19(w18,t,w17);
		tf t20(aclk , t,w18);
endmodule
module four_bit_seven(output reg[6:0] display, output h, input [3:0] bcd, input done);
		parameter BLANK = 7'b111_1111;
		parameter ZERO =  7'b000_0001;
		parameter n = 7'b110_1010;
		parameter ONE = 7'b100_1111;
		parameter TWO = 7'b001_0010;
		parameter THREE = 7'b000_0110;
		parameter FOUR = 7'b100_1100;
		parameter FIVE = 7'b010_0100;
		parameter SIX = 7'b010_0000;
		parameter SEVEN = 7'b000_1111;
		parameter EIGHT = 7'b000_0000;
		parameter NINE = 7'b000_0100;
		parameter o = 7'b110_0010;
		parameter ten = 7'b0001000;
		parameter eleven = 1100000;
		parameter twelve = 0110001;
		parameter thirteen = 1000010;
		parameter fourteen = 0110000;
		parameter fifteen = 0111000;
		always@(posedge done)
		case(bcd)
		0: display = ZERO;
		1: display = ONE;
		2: display = TWO;
		3: display= THREE;
		4: display= FOUR;
		5: display = FIVE;
		6: display = SIX;
		7: display = SEVEN;
		8: display = EIGHT;
		9: display = NINE;
		10: display = ten;
		11: display = eleven;
		12: display = twelve;
		13: display = thirteen;
		14: display = fourteen;
		15: display = fifteen;
		endcase
		assign h =1;
endmodule
module tf(q,t,clk);
		output q;
		input  t;
		input clk;
		reg q;
		initial begin 
			q=1'b1;
		   end
		 always @ (posedge clk)
			begin
						if (t==1'b0) begin q=q;  end
					   else begin q=~q;  end	 
			end
endmodule
module cycle(input clk, output reg[1:0] c);
		initial begin
		c =2'b0;
		end
		always@(posedge clk)
		begin
				if(c == 0)
				begin
				c<=1;
				end
				else if(c == 1)
				begin
				 c<=2;
				end 
				else if(c == 2)
				begin
				 c<=3;
				end
				else if(c == 3)
				begin
				 c<=0;
				end
			end 
endmodule
module clock_con2(aclk, clock);
		input clock;
		output aclk;
		wire w1,w2,w3,t;
		assign t = 1'b1;
		tf t1( w1, t,clock);
		tf t2(w2 ,t,w1);
		tf t3( w3, t,w2);
		tf t4(aclk , t,w3);
endmodule
module two_to_four_decoder_active_low(output d1,d2,d3,d4, input[1:0] sel);
		assign d1 = (sel[1]==0)? ((sel[0]==0)? 0 : 1) : 1;
		assign d2 = (sel[1]==0)? ((sel[0]==1)? 0 : 1) : 1;
		assign d3 = (sel[1]==1)? ((sel[0]==0)? 0 : 1) : 1;
		assign d4 = (sel[1]==1)? ((sel[0]==1)? 0 : 1) : 1;
endmodule
==> flow/run.sh <==
#!/bin/bash
# OpenROAD 26Q1-2900-gdf79404cd8, Yosys 0.63+post, stock flow scripts
make -C /OpenROAD-flow-scripts/flow DESIGN_CONFIG=/design/flow/config.mk WORK_HOME=/design/flow/orfs finish
==> flow/config.mk <==
export PLATFORM = sky130hd
export DESIGN_NAME = four_bit_seven
export DESIGN_NICKNAME = four_bit_seven
export VERILOG_FILES = /design/flow/design.v
export SDC_FILE = /design/flow/constraint.sdc
export NUM_CORES = 4
export LEC_CHECK = 1
export CORE_AREA = 10 10 70 70
export DIE_AREA = 0 0 80 80
==> flow/constraint.sdc <==
current_design four_bit_seven

set clk_period 1.2
set clk_io_pct 0.2

create_clock -name clk0 -period $clk_period [get_ports {done}]

set non_clock_inputs [all_inputs -no_clocks]
set_input_delay [expr $clk_period * $clk_io_pct] -clock clk0 $non_clock_inputs
set_output_delay [expr $clk_period * $clk_io_pct] -clock clk0 [all_outputs]
==> metrics.json <==
{
  "gr-usage-met1_pct": 2.49,
  "postLayoutCoreUtil_pct": 19.7,
  "unique_cell_types": 17,
  "path_class": "in2reg",
  "outcome": "complete, no violations",
  "powerDensity_nw_per_um2": 889,
  "clk_pin_slew_ns": 0.05,
  "grt_setup_unrepaired": "yes",
  "yosysWarnings": 1,
  "use_met2_pct": 4.49,
  "nature_of_the_critical_path_startpoint": "input pin",
  "maxClockFrequency_mhz": 846,
  "antenna_found_initial": 0,
  "synthToLayoutAreaGrowth_pct": 55.5,
  "detailed_routing_iteration_count_for_the_pre_antenna_repair_pass": 2,
  "core-area_um2": 3420,
  "post_synth_inst_count": 41,
  "grt_pass1_vias": 348,
  "startpoint": "bcd[0]",
  "ys_seq_elements": 7,
  "fin_crit_sh_pct": 98.5,
  "ioPinCount": 13,
  "total_power_mw": 0.599,
  "post_synth_tally_of_flip_flops_with_integrated_enable": 0,
  "synth.top_cells.by_area": "dfxtp_1 32%, ha_1 20%, mux2i_1 9.2%",
  "clock_tree_from_tritoncts": "yes",
  "port-buffer-count": 11,
  "cp_max_fo": 5,
  "cts_max_path_buffers": 2,
  "grt_first_pass_wirelength_um": 1370,
  "floorplan.rows": 21,
  "place_hpwl_um": 712,
  "clock_sink_count": 7,
  "tool_warnings": 32,
  "cts-buffers-inserted": 3,
  "initialDrtViolationCount": 23,
  "postRouteAntennaNets": 0,
  "die_h_um": 80,
  "post_synth_most_frequent_cells": "7 x dfxtp_1, 7 x ha_1, 4 x mux2i_1, 3 x inv_1, 3 x o21ai_0",
  "peakVddDrop_mv": 0.144,
  "synthDominantAreaCellType": "dfxtp_1",
  "drv_cap": 0,
  "postCtsSetupBuffers": 0,
  "yosys.stat.seqShare_pct": 32.4,
  "drv_slew": 0,
  "min_from": "bcd[1]",
  "floorplan.initialDensity_pct": 12.7,
  "vias_after_detailed_routing": 347,
  "grt_busiest_layer": "met2",
  "insertedDiodeCount": 0,
  "layoutNonFillerInstCount": 108,
  "final.min_clock_period_ns": 1.18,
  "largest_reg_flops": 7,
  "timing.setup.tns_ns": 0,
  "final-hold-violation-count": 0,
  "syn_area_per_cell_um2": 10.6,
  "p_leak_nw": 0.326,
  "grt-ovfl-total": 0,
  "synthDominantCellAreaShare_pct": 32.4,
  "critical_path_required_ns": 1.32,
  "gp_routability_congestion": 0.818,
  "gr-usage-met3_pct": 1.02,
  "dominantRegCellSynth": "dfxtp_1",
  "setup-violations-final": 0,
  "synth_stat.cells": 41,
  "clock_tree.htree_level_count": 1,
  "final_wirelength_um": 845,
  "post_synth_instance_area_um2": 433,
  "avgViaCountPerCell": 3.21,
  "post_drt_wl_per_cell_um": 7.82,
  "async_flop_share_pct": 0,
  "placedCellCount": 104,
  "number_of_remaining_drc_errors": 0,
  "die_width_um": 80,
  "synth_chip_area_um2": 433,
  "cts_hold_buf": 0,
  "timing.hold.worst.class": "in2reg",
  "end_kind": "flip-flop",
  "share_of_cells_above_drive_strength_1_pct": 29.0,
  "clock-root-buffer": "clkbuf_4",
  "arrival_ns": 1.30,
  "grt_util_all_layers_pct": 2.51,
  "dieArea_um2": 6400,
  "grt_max_degree": 12
}
[stage by stage]
stage	hold WS [ns]	setup WS, ns	instance area [um^2]
CTS	0.584	0.0148	659
global placement	0.917	-0.490	644
floorplan	0.403	0.0378	433
global route	0.594	-0.00976	673
detailed placement	0.913	-0.521	644
finish	0.561	0.0179	673
[final timing paths]
check / to / slack (ns) / cells after the start
worst min-delay path: display[0]$_DFF_P_ / 0.56 / 4
worst max-delay path: display[3]$_DFF_P_ / 0.02 / 4
[power by group]
part / switching, mW / internal (mW)
clock network: 0.0787 / 0.126
logic: 0.0520 / 0.0837
registers: 0.00366 / 0.254
[final cells by class]
cell class                      count  area (um^2)
Clock buffer                        4         26.3
Fill cell                         380         2740
Inverter                            3         11.3
Multi-Input combinational cell     28          270
Sequential cell                     7          140
Tap cell                           46         57.6
Timing Repair Buffer               20          168
[cell usage in the layout (no fill, tap or decap)]
cell type | synthesis | routed
a21o_1 | 2 | 2
buf_4 | 1 | 9
clkbuf_1 | 0 | 1
clkbuf_4 | 0 | 3
clkdlybuf4s15_1 | 0 | 1
clkdlybuf4s50_1 | 0 | 2
conb_1 | 1 | 1
dfxtp_1 | 7 | 7
dlygate4sd2_1 | 0 | 8
ha_1 | 7 | 6
ha_4 | 0 | 1
inv_1 | 3 | 1
inv_2 | 0 | 2
mux2_2 | 2 | 2
mux2i_1 | 4 | 4
mux4_2 | 1 | 1
nand2b_1 | 2 | 2
nand3b_1 | 2 | 2
nor3_1 | 2 | 2
nor3b_1 | 1 | 1
o21ai_0 | 3 | 3
o22ai_1 | 1 | 1
[logic make-up after synthesis]
group | Yosys count | share of synthesized area, %
buffers and inverters | 6 | 8.09
DFF | 7 | 32.4
muxes | 7 | 19.7
other | 1 | 0.866
AOI/OAI and AO/OA | 6 | 8.38
and+or+nand+nor | 7 | 10.4
adders and majority gates | 7 | 20.2
[repair_timing]
| action | 4_1_cts | 5_1_grt |
|---|---|---|
| hold endpoints to repair | 0 | 0 |
| setup endpoints to repair | 12 | 2 |
| resized | 11 | 2 |
[worst max-delay path: stages]
cell and delay, ns:
dlygate4sd2_1 0.25, buf_4 0.15, ha_1 0.20, mux4_2 0.45
[per-layer routing]
layer  share of wire, %  vias to the layer above
li1                   -                      182
met1                 39                      148
met2                 47                       12
met3                 11                        5
met4                3.3                        0
met5                  0                        -
